==> design/flow/design.v <==
`timescale 1ns/1ns
module DivCV (input clk, rst, start, A0, output logic ready, loadA, loadM, loadQ, shiftA, shiftQ, InitA, Asel);
logic Co;
logic Init_Counter, Inc_Counter;
logic [1:0]pstate, nstate;
logic [2:0] Count;
parameter [1:0]
Idle = 0, Init =1, Load =2, Shift=3;
always @ (pstate , start, A0, Co) begin
    nstate =0;
    {loadA, loadM, loadQ, shiftA, shiftQ, InitA, Asel,ready} = 8'b0;
    {Init_Counter, Inc_Counter} = 2'b0;
    case (pstate)
    Idle: begin nstate = start ? Init : Idle; ready = 1'b1; end
    Init: begin nstate = start ? Init:Load; Init_Counter= 1'b1; InitA= 1'b1; end
    Load: begin nstate = Shift; InitA= 1'b0;loadM=1'b1; loadQ = 1'b1; loadA = 1'b1; end
    Shift:begin nstate = Co ?Idle :Shift; shiftQ= 1'b1; shiftA= 1'b1; Inc_Counter= 1'b1; Asel= A0; end
    default: nstate=Idle;
endcase
end
always @(posedge clk, posedge rst) begin
    if(rst)
       pstate <= Idle;
    else
       pstate <= nstate;
end
always @(posedge clk, posedge rst) begin
    if(rst) Count<=3'b0;
    else
    if(Init_Counter) Count <= 3'b1;
    else
    if(Inc_Counter) Count <= Count+1'b1;
end
assign Co = &Count;
endmodule
	`timescale 1ns/1ns
module DivDp (input [7:0]Q, M, input loadM, loadA, loadQ, InitA, Asel, shiftA, shiftQ, clk, rst, output logic [7:0]Quotient , output logic [7:0] Remainder, output logic A0);
logic [7:0] Qreg, Mreg, Qin, A,Ain, Areg, Ares, SubResult, MUXResult;
always@ (posedge clk, posedge rst) begin
    if(rst) begin
       Areg <= 8'b0;
end
else if(InitA) begin
            A <= 8'b0;
		end
    else if(loadA) begin
           Areg <= A;
			end
    else if(shiftA) begin
               Areg <=  Ares;
			end
end
always @ (posedge clk, posedge rst) begin
    if(rst)
       Qreg <= 8'b0;
    else begin
        if(loadQ)
           Qreg <= Q;
        else
           if(shiftQ)
               Qreg <= Qin;
    end
end
always @(posedge clk, posedge rst) begin
    if(rst)
       Mreg <= 8'b0;
    else begin
         if(loadM)
            Mreg <= M;
    end
end
assign SubResult = Ain - M;
assign Ain =  {Areg[6:0] ,Qreg[7]};
assign A0= SubResult[7];
assign MUXResult = Asel ? Ain: SubResult;
assign Ares = MUXResult;
assign Qin ={Qreg[6:0], ~A0};
assign Remainder = A0?Ain:MUXResult;
assign Quotient = Qin;
endmodule
`timescale 1ns/1ns
module DivTop (input clk, rst, start, input[7:0] Q, M, output[7:0] Quotient, Remainder, output ready); 
logic loadA, loadM, loadQ, shiftA, shiftQ, InitA, Asel, A0;
DivDp dp (Q, M, loadM, loadA, loadQ, InitA, Asel, shiftA, shiftQ, clk, rst, Quotient, Remainder, A0);
DivCV cu (clk, rst, start, A0, ready, loadA, loadM, loadQ, shiftA, shiftQ, InitA, Asel);
endmodule
==> design/flow/run.sh <==
#!/bin/bash
# OpenROAD 26Q1-2900-gdf79404cd8, Yosys 0.63+post, stock flow scripts
make -C /OpenROAD-flow-scripts/flow DESIGN_CONFIG=/design/flow/config.mk WORK_HOME=/design/flow/orfs finish
==> design/flow/config.mk <==
export PLATFORM = sky130hd
export DESIGN_NAME = DivTop
export DESIGN_NICKNAME = DivTop
export VERILOG_FILES = /design/flow/design.v
export SDC_FILE = /design/flow/constraint.sdc
export NUM_CORES = 4
export LEC_CHECK = 1
export CORE_UTILIZATION = 30
==> design/flow/constraint.sdc <==
current_design DivTop

set clk_period 5.7
set clk_io_pct 0.2

create_clock -name clk0 -period $clk_period [get_ports {clk}]

set non_clock_inputs [all_inputs -no_clocks]
set_input_delay [expr $clk_period * $clk_io_pct] -clock clk0 $non_clock_inputs
set_output_delay [expr $clk_period * $clk_io_pct] -clock clk0 [all_outputs]
==> GITHUB_STEP_SUMMARY <==
## Synthesis and layout report

| Metric | Value |
|---|---|
| Latest clock arrival within the worst-skew pair | `260 ps` |
| R2r startpoint | `dp.Qreg[7]` |
| Antenna viol nets, final | `0` |
| Yosys stat area | `1540 sq um` |
| Setup TNS | `0 ps` |
| Number of port buffers | `35` |
| RSZ-0062 raised after global routing | `no` |
| Overall Global Routing Usage | `13.0%` |
| Layout area overhead | `30.8%` |
| Cells after Synth | `160` |
| Cell repeated most along the worst path | `clkdlybuf4s50_1` |
| CP max-delay cell | `clkdlybuf4s50_1` |
| CP cell instances | `clkdlybuf4s50_1 -> inv_1 -> ha_1 -> a21o_1 -> a311o_1 -> or2_4 -> nand2_4 -> mux2_2 -> clkdlybuf4s50_1` |
| Design Area, Final | `2010 sq um` |
| Grt total ovfl | `0` |
| Total CTS buffers | `3` |
| Max Cap Viol | `0` |
| Total Power | `1170 uW` |
| Vias in the first global route | `1200` |
| Sequential fraction of the synthesis area | `35.9%` |
| Post-CTS Resized | `0` |
| Hold Buf Count CTS | `0` |
| Routed via count | `1237` |
| Max Buffers Root-to-Sink | `2` |
| # fillers | `490` |
| DIE AREA | `5410 sq um` |
| Clock tree sinks | `22` |
| Log Warnings | `25` |
| CTS Root Cell | `clkbuf_8` |
| Startpoint types | `primary input` |
| Core Area | `4820 sq um` |
| PwrDens | `582 nW/um^2` |
| Hold Path Sink | `cu.Count[0]` |
| Mapped Avg Cell Area | `9.60 sq um` |
| Achievable Freq | `204 MHz` |
| DR WL/cell | `12.3 um` |
| H-tree lvl count | `1` |
| TritonCTS clock tree | `done` |
| Die boundary width | `73.6 um` |
| Worst slew margin | `61.3%` |
| Main synth FF type | `dfrtp_1` |
| Cell count after placement | `259` |
| CP Max Fanout | `11` |
| R2R setup slack | `3460 ps` |
| Synth cell types | `47` |
| Fin. Hold Viols | `0` |
| Setup Viol. Count Final | `0` |
| Post-DP HPWL | `2450 um` |
| Detailed router's first-iteration violation count | `139` |
| Status | `complete, no violations` |
| Synthesized registers | `22` |
| Most frequent cells in the layout | `clkdlybuf4s50_1, nand2_1, dfrtp_1` |
| Ant diodes | `0` |
| Final Non-Filler Cells | `263` |
| Reg2Reg Capture Point | `dp.Areg[6]` |
| Nature of the critical path endpoint | `output pin` |
| Min cycle time layout | `4900 ps` |
| YS warnings | `2` |
| CP Data Arrival Time | `3760 ps` |
| Clock-pin slew on the worst setup and hold paths | `80 ps` |
| # rows | `25` |
| Largest net degree at the start of global routing | `37` |
| HP Start | `cu.Count[0]` |
| Placed Area | `1950 sq um` |
| Worst R2R Path Depth | `9` |
| Crit-path max cell delay | `450 ps` |
| Die y size | `73.6 um` |
| Worst-Margin Slew | `581 ps` |
| Peak VDD IR | `226 uV` |
| TritonRoute pass-1 iters | `4` |
| Final Max Slew Viols | `0` |
| Hold Path Depth | `1` |
| Post-layout util | `41.7%` |
| Fraction of registers with async set/reset | `100%` |
| GPL Wtd Cong | `0.765` |
| Post-Syn Area | `1540 sq um` |
| Setup crit start | `M[4]` |
| Share of layout cells above drive strength 1 | `12.2%` |
| HP Class | `flip-flop to flip-flop` |
| Post-CTS setup buffers | `0` |
| Drt total wl | `3240 um` |
| Global-route wire length before repair | `5460 um` |
| Top cell excl fill/tap | `clkdlybuf4s50_1` |
| WS Path Type | `primary input to output pin` |
| # Cells Yosys | `160` |
| Leak pwr | `0.000896 uW` |
| Initial antenna violation count | `0` |
| Skew final | `3.23 ps` |
| Residual DRC count | `0` |
| Avg Vias per Cell | `4.70` |
| Cycle use final | `86.0%` |
| CP required | `4560 ps` |
| FP Util | `31.9%` |
| Boundary Pins | `36` |
| Number of enable flip-flop cells | `0` |
==> kinds of logic (layout without fill, tap and decap cells) <==
logic type / Yosys count / count (layout) / synth area share (%)
simple gates: 47 / 47 / 15.4
compound gates: 46 / 46 / 22.6
flops: 22 / 22 / 35.9
buf+inv: 18 / 54 / 5.46
mux: 12 / 12 / 9.20
fa+ha+maj: 10 / 10 / 8.63
xor+xnor: 5 / 5 / 2.85
==> cell usage after synthesis, types with 2 or more instances <==
master / n / area share, %
o21ai_0: 14 / 4.6
nor3_1: 3 / 0.98
nor2b_1: 4 / 1.6
o31ai_1: 2 / 0.98
or2_4: 2 / 1.1
ha_1: 9 / 7.3
dfrtp_1: 21 / 34
xor2_1: 2 / 1.1
o211ai_1: 8 / 3.9
xnor2_1: 3 / 1.7
a21oi_1: 4 / 1.3
clkbuf_1: 4 / 0.98
nand2_1: 23 / 5.6
nand3_1: 2 / 0.65
inv_1: 12 / 2.9
o21a_1: 2 / 0.98
nor2_1: 6 / 1.5
mux2i_1: 7 / 4.6
mux2_4: 4 / 3.9
==> worst max-delay path by stage <==
stage	end	slack [ps]
CTS	Remainder[5]	800
global route	Remainder[6]	650
finish	Remainder[5]	800
==> flip-flops by register name (all words and copies together) (netlist names) <==
name / flops
dp.Qreg: 8
dp.Areg: 7
cu.pstate: 4
cu.Count: 3
==> critical path, delay by kind of cell <==
kind            cells  cell delay, ps
buf+inv             3             890
fa+ha+maj           1             330
mux                 1             360
simple gates        2             430
compound gates      2             600
==> metal layers <==
metal	vias to the layer above	global-route usage (%)	wire length (um)
li1	642	-	-
met2	29	19.8	1410
met5	-	0	0
met4	0	0.427	18
met3	2	1.94	131
met1	564	21.2	1680
==> report_power, final <==
group	internal (uW)	total, uW	switching [uW]
sequential	228	287	59.2
clock	61.4	108	46.5
combinational	438	775	337
==> cell type report <==
class	instances	area (sq um)	area share, %
inverter	12	45.0	2.24
tap	67	83.8	4.17
multi-input combinational	120	901	44.8
clock buffer	4	55.1	2.74
timing repair buffer	38	373	18.6
sequential	22	552	27.5
==> through the flow <==
stage               worst slack, ps  hold slack (ps)
global placement                831              473
detailed placement              806              483
global route                    650              536
floorplan                      1770              446
CTS                             799              491
finish                          796              484
Power figures rest on the tool's default switching activity, not on a simulated workload.
