$ cat design.v
module MUX3 (
    input [1:0] sel,
    input [31:0] in1,
    in2,
    in3,
    output reg [31:0] out
);
  always @(sel, in1, in2, in3) begin
    out = 0;
    case (sel)
      2'b00: out = in1;
      2'b01: out = in2;
      2'b10: out = in3;
    endcase
  end
endmodule
$ cat run.sh
#!/bin/bash
# OpenROAD 26Q1-2900-gdf79404cd8, Yosys 0.63+post, stock flow scripts
make -C /OpenROAD-flow-scripts/flow DESIGN_CONFIG=/design/flow/config.mk WORK_HOME=/design/flow/orfs finish
$ cat config.mk
export PLATFORM = sky130hd
export DESIGN_NAME = MUX3
export DESIGN_NICKNAME = MUX3
export VERILOG_FILES = /design/flow/design.v
export SDC_FILE = /design/flow/constraint.sdc
export NUM_CORES = 4
export LEC_CHECK = 1
export CORE_AREA = 10 10 86 86
export DIE_AREA = 0 0 96 96
$ cat constraint.sdc
current_design MUX3

set clk_period 3.4
set clk_io_pct 0.2

create_clock -name clk0 -period $clk_period

set non_clock_inputs [all_inputs -no_clocks]
set_input_delay [expr $clk_period * $clk_io_pct] -clock clk0 $non_clock_inputs
set_output_delay [expr $clk_period * $clk_io_pct] -clock clk0 [all_outputs]
==> flow_metrics.tcl <==
# metrics dict for downstream scripts
set metrics [dict create \
    p_sw_uw 65.3 \
    antenna_left 0 \
    postCtsSetupBuffers 0 \
    dr.pass1.iters 2 \
    port_buffers 130 \
    top_area_share_pct 40.7 \
    internal_power_uw 189 \
    post-route-min-period_ns 2.96 \
    antenna_found_initial 0 \
    cap_violations 0 \
    fin_util_pct 38.1 \
    ir_drop_mv 0.0512 \
    end_kind "primary output" \
    fp-utilization_pct 14.2 \
    avgRoutedWirePerCell_um 17.1 \
    crit_required_ns 2.72 \
    top_cells_by_count "mux2i_1, o2bb2ai_1, o2bb2ai_2, buf_6, clkbuf_1" \
    clock.fmax_ghz 0.338 \
    die_w_um 96 \
    sw_frac_of_total_pct 25.7 \
    critPathLaunchType "input port" \
    hold_buffers 0 \
    yosysTopAreaCell "mux2i_1" \
    slew_viol_final 0 \
    worstHoldPathCells 3 \
    grt_usage_pct 9.21 \
    critical_path_class "in -> out" \
    p_per_area_mw_per_mm2 120 \
    outcome "finished clean" \
    cp_slowest_stage_delay_ns 0.50 \
    ys_cells 77 \
    holdPathEnd "out[31]" \
    final-seq-area_um2 0 \
    core_area_mm2 0.00554 \
    whs_ns 2.28 \
    wl_mm 4.62 \
    slew_headroom_pct 65.3 \
    pwr-share-clk_pct 0 \
    viasPerCell 4.14 \
    grt_pass1_vias 1174 \
    fill_cells 570 \
    min_path_type "in -> out" \
    syn_inst 77 \
    ys_seq_share_pct 0 \
    drt_iter0_drc 16 \
    cpMaxStageDelayCell "clkdlybuf4s50_1" \
    cp.arrival_ns 2.28 \
    dp_hpwl_mm 3.99 \
    total_power_uw 254 \
    synth.avg_cell_area_um2 10.2 \
    drc_errors 0 \
    die_h_um 96 \
    post-route-period-util_pct 87.1 \
    synthesis.area_um2 787 \
    tightest_slew_ns 0.520 \
    warnings 32 \
    yosys.cell_types.count 8 \
    rsz0062_at_grt "no" \
    vias 1118 \
    crit_top_cell "clkdlybuf4s50_1" \
    setup_viol 0 \
    ioPinCount 130 \
    crit_family "buffers and inverters" \
    syn_to_final_growth_pct 168 \
    yosys_warnings 1 \
    antenna_cells 0 \
    grt_pass1_wl_mm 6.78 \
    grt_max_degree 33 \
    n_clock_buffer 0 \
    worst-path-buf-inv 3 \
    p_comb_share_pct 100.0 \
    row_count 27 \
    seqPwrFrac_pct 0 \
    cp_cell_sequence "clkdlybuf4s50_1 -> nor2b_4 -> buf_12 -> o2bb2ai_1 -> clkdlybuf4s50_1" \
    ys_chip_area_um2 787 \
    hp-start "in2[31]" \
    most_common_cell "mux2i_1" \
    flops 0 \
    chip_area_mm2 0.00922 \
    grt_overflow 0 \
    area_leaders "mux2i_1, o2bb2ai_1, o2bb2ai_2, buf_6, nor2b_4" \
    hold_viol 0 \
    place.gp.congestion 0.751 \
    power.leakage_uw 0.000793 \
    path_max_fanout 27 \
    fin_tns_setup_ns 0 \
    post_cts_resized 0 \
    drive_gt1_share_pct 7.58 \
]
==> how the worst max path moves through the flow <==
stage	start	to	slack, ns	cells past startpoint
CTS	sel[0]	out[23]	0.42	5
global route	sel[0]	out[26]	0.35	5
finish	sel[0]	out[23]	0.44	5
==> through the flow <==
step	cells	area [µm²]	setup WS [ns]
after floorplan	77	787	1.44
after global placement	270	2110	0.436
after detailed placement	270	2110	0.429
after CTS	270	2110	0.416
after global routing	270	2110	0.351
final	270	2110	0.438
==> placed cells by master, fill, tap and decap left out <==
master and count:
mux2i_1 32, buf_4 1, o2bb2ai_2 10, o2bb2ai_1 22
buf_2 1, nor2b_4 1, buf_12 2, clkdlybuf4s50_1 129
==> routing by layer <==
metal | track usage, % | wire length [µm]
met5 | 0 | 0
met4 | 0 | 0
met3 | 4.64 | 700
met2 | 15.6 | 2130
met1 | 10.9 | 1790
==> layout make-up <==
cell class	instances	area (µm²)	area share [%]
multi-input combinational	65	677	32.1
tap	72	90.1	4.27
timing repair buffer	133	1340	63.7
==> cell families (layout without fill, tap and decap cells) <==
family	Yosys count	count (layout)	share of synthesized area (%)
and+or+nand+nor	1	1	1.75
muxes	32	32	40.7
AOI/OAI and AO/OA	32	32	43.6
buffers and inverters	12	133	14.0
==> power groups by stage <==
stage	registers (µW)	logic, µW	clock network, µW
final	0	254	0
after CTS	0	260	0
after global routing	0	275	0
Power figures rest on the tool's default switching activity, not on a simulated workload.
