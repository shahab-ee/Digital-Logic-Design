<file path="/design/flow/run.sh">
#!/bin/bash
# OpenROAD 26Q1-2900-gdf79404cd8, Yosys 0.63+post, stock flow scripts
make -C /OpenROAD-flow-scripts/flow DESIGN_CONFIG=/design/flow/config.mk WORK_HOME=/design/flow/orfs finish
</file>
<file path="/design/flow/config.mk">
export PLATFORM = sky130hd
export DESIGN_NAME = MUX4
export DESIGN_NICKNAME = MUX4
export VERILOG_FILES = /design/flow/design.v
export SDC_FILE = /design/flow/constraint.sdc
export NUM_CORES = 4
export LEC_CHECK = 1
export CORE_AREA = 10 10 95 95
export DIE_AREA = 0 0 105 105
</file>
<file path="/design/flow/constraint.sdc">
current_design MUX4

set clk_period 1.5
set clk_io_pct 0.2

create_clock -name clk0 -period $clk_period

set non_clock_inputs [all_inputs -no_clocks]
set_input_delay [expr $clk_period * $clk_io_pct] -clock clk0 $non_clock_inputs
set_output_delay [expr $clk_period * $clk_io_pct] -clock clk0 [all_outputs]
</file>
<file path="/design/flow/design.v">
module MUX4 (
    input [1:0] sel,
    input [31:0] in1,
    in2,
    in3,
    in4,
    output reg [31:0] out
);
  always @(sel, in1, in2, in3, in4) begin
    out = 0;
    case (sel)
      2'b00: out = in1;
      2'b01: out = in2;
      2'b10: out = in3;
      2'b11: out = in4;
    endcase
  end
endmodule
</file>
==> run summary <==
The flow completed. The run finished, with violations left. The checks that failed: negative setup slack. Before any placement, the netlist area is recorded as approximately 810 um2. The count of buffers added on input and output ports is 162.

Max-capacitance violation count landed at 0. Recorded from the global router log, the overflow total was 0. DRC violation count after routing landed at 0. Top fanout value on the critical path landed at 5. The number of global-route vias before repair came to 1517. Area of the die landed at approximately 11000 um2.

For this design the ratio of total power to cell area is around 250 nW/um2. Total global-route track usage over all layers is 0.119. Fraction of final layout cells with drive strength greater than 1 landed at 0.382. Of all cell types, the one taking the most synthesized area is sky130_fd_sc_hd__mux4_2.

Count of flip-flops and latches landed at 0. TritonRoute output was used to compute an average wire per cell of between 20 and 25 um. By startpoint and endpoint, the worst setup path is classified as primary input to output port. Share of Yosys cell area claimed by the top area cell type landed at 0.829.

The total area inside the core boundary comes to around 7000 um2. Placement row count landed at 30. Maximum VDD drop landed at around 0.13 mV. STA classifies the critical path endpoint as an output port. Averaged over all synthesized cells, the footprint is between 20 and 25 um2. Setup slack of the critical path after layout landed at -59.5 ps. Quantity of hold-fixing buffers added after cts landed at 0. Entering global routing, the biggest net connects 17 pins. In the floorplan report the effective utilization is 0.118. Logged for this run, the post-placement worst setup slack is -643 ps. Hold is met by approximately 1100 ps. After legalization and detailed placement, the total HPWL measured approximately 6 mm. Instance count after placement with tap cells included landed at between 200 and 300. The routed layout has about 1200 vias. Final period demand of the worst path landed at between 1500 and 2000 ps. Number of setup violations in the final report landed at 19. Total I/O pin count landed at between 150 and 200.

The horizontal die dimension reported for this design is approximately 110 um. Setup repair after global routing could not meet its margin everywhere. The synthesized netlist handed to floorplanning was reported with a cell count of 39. Yosys reports that the most numerous cell types are sky130_fd_sc_hd__mux4_2 (30), sky130_fd_sc_hd__buf_12 (3), sky130_fd_sc_hd__buf_2 (3). Required time at the endpoint of the critical path landed at between 1000 and 1500 ps. Count of distinct cell types in the synthesized netlist landed at 5. Per Yosys stat, the portion of area used by sequential elements is 0. Checking hold timing, the worst path is listed with class primary input to output port. Timing would allow up to between 600 and 700 MHz. Initial antenna violation count landed at 1.

The synthesis stats list as the most numerous cell sky130_fd_sc_hd__mux4_2. STA classifies the critical path startpoint as a primary input. Number of detailed-route iterations in the first pass landed at 3. Per the OpenROAD power report, leakage power amounts to between 1 and 1.5 nW. Wire length of the first global-routing pass landed at 10.1 mm. Pins over their slew limit in the final report were tallied at 0. Post-detailed-route count of antenna-violating nets landed at 0. Mean number of vias per cell landed at ~4.0.

The slew check shows that the tightest pin keeps a relative margin of 0.895. The warning tally printed by Yosys for this design is 1. Number of cells in the yosys synthesis report landed at 39. Number of violations reported at the end of detailed-routing iteration 0 landed at 21.

Slew at the pin closest to its max-slew limit landed at between 150 and 200 ps. OpenROAD warning count landed at 34. Number of clock-tree buffers in the layout landed at 0. Share of the core filled with cells in the final layout landed at 0.345.

The final timing summary puts the cycle share of the worst path at 1.04. The final layout contains routed wiring with a total length of roughly 6.9 mm. Between the synthesized netlist and the finished layout, the area growth was recorded as 193%. Per the OpenROAD floorplan log, the height of the die is about 110 um. By area the synthesized netlist is led by sky130_fd_sc_hd__mux4_2 (83%), sky130_fd_sc_hd__buf_12 (7.4%), sky130_fd_sc_hd__mux4_1 (6.5%), sky130_fd_sc_hd__buf_2 (1.8%), sky130_fd_sc_hd__buf_6 (1.4%). Final estimated routing congestion in global placement landed at ~0.84.

Per the final timing report, the hold violations number 0. Area taken by flip-flops and latches landed at 0 um2. Arrival time of the worst setup path landed at 1260 ps. Chip area line of the yosys report landed at around 810 um2. Leaving out filler cells and counting taps, the final layout contains about 300.
==> cell type report <==
class	instances	area [um2]
Multi-Input combinational cell	32	721
Tap cell	96	120
Timing Repair Buffer	175	1540
Antenna cell	1	2.50
Fill cell	751	4520
==> routing by layer <==
layer	routed length (um)	global-route usage	vias to the layer above
met5	0	0	-
met4	0	0	0
met3	657	0.0453	0
met2	3550	0.214	92
met1	2670	0.140	569
li1	-	-	544
==> where the power goes <==
| part | total (mW) | leakage, nW | switching [mW] | internal, mW |
|---|---|---|---|---|
| logic | 0.587 | 1.13 | 0.163 | 0.424 |
| registers | 0 | 0 | 0 | 0 |
| clock network | 0.0000000891 | 0.00000634 | 0 | 0.0000000891 |
==> worst paths after layout <==
path,cells past startpoint,from,end
worst min-delay path,3,in1[24],out[24]
worst max-delay path,5,sel[0],out[7]
==> cells by family (layout without fill, tap and decap cells) <==
| group | count (synthesis) | in the layout | synth area share |
|---|---|---|---|
| buffers and inverters | 7 | 175 | 0.106 |
| other | 0 | 1 | 0 |
| muxes | 32 | 32 | 0.894 |
==> metrics by stage <==
stage / area (um2) / power, mW / setup TNS (ps)
after floorplan: 815 / 0.189 / 0
after global placement: 2520 / 0.742 / -19220
after detailed placement: 2520 / 0.745 / -19270
after CTS: 2340 / 0.590 / -670
after global routing: 2390 / 0.636 / -1570
final: 2390 / 0.587 / -766
==> critical path, cell delays in order <==
cell                        delay [ps]
sky130_fd_sc_hd__buf_12             90
sky130_fd_sc_hd__buf_12            110
sky130_fd_sc_hd__clkbuf_16         140
sky130_fd_sc_hd__mux4_2            490
sky130_fd_sc_hd__buf_2             130
==> cells in the final DEF, fill, tap and decap left out <==
master,netlist,layout
sky130_fd_sc_hd__dlygate4sd2_1,0,128
sky130_fd_sc_hd__mux4_2,30,32
sky130_fd_sc_hd__buf_2,3,31
sky130_fd_sc_hd__buf_12,3,5
sky130_fd_sc_hd__buf_6,1,5
sky130_fd_sc_hd__buf_16,0,2
sky130_fd_sc_hd__buf_4,0,2
sky130_fd_sc_hd__diode_2,0,1
sky130_fd_sc_hd__clkbuf_16,0,1
sky130_fd_sc_hd__buf_8,0,1
==> timing repair <==
action,in CTS,in global routing
endpoints found under the setup margin,32,26
cloned,2,1
resized,251,0
buffers inserted,6,1
Power figures rest on the tool's default switching activity, not on a simulated workload.
